### /design/flow/config.mk
export PLATFORM = sky130hd
export DESIGN_NAME = reg_file
export DESIGN_NICKNAME = reg_file
export VERILOG_FILES = /design/flow/design.v
export SDC_FILE = /design/flow/constraint.sdc
export NUM_CORES = 4
export LEC_CHECK = 1
export CORE_UTILIZATION = 30
### /design/flow/constraint.sdc
current_design reg_file

set clk_period 6.6
set clk_io_pct 0.2

create_clock -name clk0 -period $clk_period [get_ports {clk}]

set non_clock_inputs [all_inputs -no_clocks]
set_input_delay [expr $clk_period * $clk_io_pct] -clock clk0 $non_clock_inputs
set_output_delay [expr $clk_period * $clk_io_pct] -clock clk0 [all_outputs]
### /design/flow/design.v
module reg_file(
    input logic     clk, 
    input logic     rst_n, 
    input logic     write_en,                
    input logic     [31:0]data_in,           
    input logic     [4:0]rd_select,          
    input logic     [4:0]rs1_select,         
    input logic     [4:0]rs2_select,         
    output logic    [31:0]rs1_out,           
    output logic    [31:0]rs2_out            
);
    reg [31:0]registers[0:31];
    always_ff @(posedge clk) begin
        if(write_en)
            registers[rd_select] = data_in;
    end    
    assign rs1_out = (rs1_select == 5'b00000) ? 32'h00000000 : 
                     ((rs1_select == rd_select) ?
                        data_in : 
                        registers[rs1_select]);
    assign rs2_out = (rs2_select == 5'b00000) ? 32'h00000000 : 
                     ((rs2_select == rd_select) ?
                        data_in : 
                        registers[rs2_select]);
endmodule
### /design/flow/run.sh
#!/bin/bash
# OpenROAD 26Q1-2900-gdf79404cd8, Yosys 0.63+post, stock flow scripts
make -C /OpenROAD-flow-scripts/flow DESIGN_CONFIG=/design/flow/config.mk WORK_HOME=/design/flow/orfs finish
==> run notes <==
Item: results of the latest flow run.

- The flow ran to the end, and the final reports show no timing, DRC or antenna violations.
- The number of buffers and inverters on the critical path is 3.
- OpenROAD emitted warnings numbering 27.
- The final number of max-transition violations is 0.
- Once the floorplan was initialized, standard cells occupied 30.3% of the core.
- The quantity of hold-fixing buffers added after cts is 0.
- In the final report, the number of hold violations comes to 0.
- In this run the power density over the cells is 265 mW/mm².
- STA classifies the critical path endpoint as an output port.
- The area growth from synthesis to layout is 16.6%.
- The timing report shows the most common cell along the critical path to be clkdlybuf4s50_1.
- The relative slew slack is 38.8%.
- The total global routing overflow is 0.
- The slew of the pin with the lowest slew margin is 915 ps.
- The TritonCTS clock tree is done.
- The overall via count from detail_route is 27100.
- The critical path's slowest cell is clkdlybuf4s50_1.
- Signal nets in the final route climb as high as met5.
- The count of different cell masters after synthesis is 41.
- The root buffer cell is clkbuf_16.
- Of the available clock period, the critical path in the final layout requires between 90% and 100%.
- The yosys cell count is 2395.
- Once detail routing completed, the nets flagged for antenna violations numbered 0.
- The endpoint arrival time on the critical path is roughly 4800 ps.
- The worst hold-check path type is in2reg.
- CTS built an H-tree with a depth of 3.
- The worst path required time is 5280 ps.
- The number of ports placed on the die boundary is 114.
- The count of final setup violators is 0.
- The kind of cell with the highest combined delay along the critical path is buffers and inverters.
- The startpoint of the lowest-slack hold path is data_in[19].
- The wire length of the first global-routing pass is around 220000 µm.
- The buffer count from post-CTS setup fixing is 0.
- The pin count of the biggest net entering global routing is roughly 72.
- Per Yosys stat, the portion of area used by sequential elements is 64.9%.
- Per the log, the first TritonRoute iteration ended with a DRC count of about 2000.
- After legalization and detailed placement, the total HPWL measured 89500 µm.
- The via count of the first global-routing pass is 30000.
- Gates resized during post-CTS repair numbered 0.
- The global placement routability congestion is 0.886.
- Max-cap violations in this run came to 0.
- The area of the core region is 0.157 mm².
- The combined global-route utilization of all metal layers is 20.7%.
- Looking at the critical path, the highest net fanout was 27.
- The number of clock sinks seen by CTS is 1024.
- Per the detail_route log, met3 wirelength is approximately 30000 µm.
- The cell count after synthesis is 2395.
- The initial antenna violation count is 10.
- The detailed placer reported the number of placed instances as 4517.
- The flip-flop count of the largest register, all copies and words added is about 1000.
- The count of cells in the finished layout, fillers not included, comes to 4709.
- Counting I/O delays and the setup requirement, the final critical path takes 6080 ps.
- Per the post-CTS timing run, clock transition at the registers of the reported paths is 60 ps.
- The area recorded from the Yosys report for this design is about 0.047 mm².
- The post-route netlist has approximately a third of its cells at a drive strength greater than 1.
- The cell area that synthesis handed to floorplanning was about 0.047 mm².
- Using the TritonRoute via totals, the vias-per-cell ratio works out to 5.75.
- The path type of the worst setup path is in2out.
- Static timing analysis puts the maximum clock frequency at between 0.15 and 0.2 GHz.
- The first-pass detailed-route iteration total is 5.
- The die span in y is 399 µm.
- The longest incremental delay of any stage on the critical path is reported as about 880 ps.
- The launch point of the critical path is rs1_select[3].
- Setup repair after global routing left no endpoint under its margin.
- The final report gives the core utilization as between 30% and 40%.
- Wires add up to 152000 µm.
- In this run the mean area of a mapped cell was 19.8 µm².
- Ranking logic cells in the layout by count gives the top entries 1024 x edfxtp_1, 445 x mux4_2, 189 x mux2i_1, 140 x buf_4, 105 x clkdlybuf4s50_1.
- The path with the worst hold slack has its endpoint at registers[6][19]$_DFFE_PP_.
- Registers take 0.0307 mm².
- Per the OpenROAD floorplan log, the area of the die is around 0.16 mm².
- The length of routed met2 wiring is 68600 µm.
- The routed length on met1 is 46800 µm.
- Counting only logic cells after layout, the most numerous master is edfxtp_1.
- Counting flops and latches in the post-synthesis netlist gives 1024.
- The number of remaining DRC errors is 0.
- In this run the core area contains ~150 standard-cell rows.
- The die extent in x is 399 µm.
- The layout report lists the multi-input gate area as 0.0159 mm².
- The CTS buffer count is 102.
- The layout has 14300 filler cells.
- The synthesis report lists the Yosys warning total as 1.
- Per the OpenROAD power report, leakage power amounts to 17.2 nW.
- After routing, the total negative slack on setup checks comes to 0 ps.
- The clock passes through at most 3 buffers.
- Counting instances, the worst hold path has a depth of 2.
- IR analysis of the VDD net gives a maximum drop of around 0.21 mV.
- The startpoint kind of the worst setup timing path is an input port.
- The final hold slack is about 1400 ps.
- The count of input and output buffers is between 100 and 150.
- Walking the worst path, the cells encountered are clkdlybuf4s50_1, or3b_4, buf_12, o22ai_1, a2111oi_0, a21oi_1, a22o_1, clkdlybuf4s50_1.
- Dividing the detail-routed wire length by the instance count gives 32.3 µm.
area by class of cell:
type,count,area share [%]
Clock buffer,116,4.79
Timing Repair Buffer,268,4.58
Inverter,1,0.00680
Clock inverter,73,1.44
Tap cell,2058,4.66
Multi-Input combinational cell,1166,28.8
Antenna cell,3,0.0136
Sequential cell,1024,55.7
stage by stage:
stage,power [mW],setup slack [ps],cell area [µm²]
4_1_cts,14.8,615,55200
3_5_place_dp,8.81,644,51800
2_1_floorplan,8.14,2250,47400
5_1_grt,15.1,325,55200
6_report,14.7,523,55200
3_3_place_gp,8.81,658,51800
cell usage after synthesis, drive strengths merged:
library cell	count	area, µm²
clkbuf	89	334
and2	2	12.5
a31oi	3	18.8
a22o	62	543
nand2b	3	18.8
a22oi	59	443
o2bb2ai	1	8.76
or2	1	6.26
a32o	27	270
o22ai	86	538
nor2	76	290
or3b	4	35.0
xnor2	7	61.3
mux2i	189	1890
nor4b	1	8.76
a211oi	3	22.5
a221oi	2	17.5
xor2	3	26.3
o311ai	1	8.76
o21ai	1	5.00
or3	2	12.5
nor2b	6	37.5
nand2	9	33.8
nor3	11	66.3
mux4	445	10000
nand3b	9	67.6
mux2	12	135
nand3	6	30.0
o221ai	38	333
a21oi	64	320
edfxtp	1024	30700
a31o	2	17.5
buf	115	658
a2111oi	31	322
inv	1	3.75
per-layer routing:
layer,up-vias,GRT usage [%]
li1,10900,-
met1,13600,21.9
met2,2159,29.9
met3,356,18.4
met4,29,5.94
met5,-,2.27
worst max-delay path by stage:
stage	end	slack [ps]	depth (start not counted)
4_1_cts	rs1_out[12]	610	8
5_1_grt	rs1_out[21]	330	9
6_report	rs1_out[12]	520	8
cells by family (layout without fill, tap and decap cells):
family	Yosys count	in the layout	share of synthesized area (%)
flops	1024	1024	64.9
buf+inv	205	458	2.10
mux	646	646	25.4
compound gates	380	380	6.05
simple gates	130	130	1.31
other cells	0	3	0
xor+xnor	10	10	0.185
where the power goes:
part	leakage (nW)	switching (mW)	total, mW	internal, mW
combinational	6.33	0.794	1.41	0.619
clock	1.66	2.55	5.99	3.44
sequential	9.22	0.0297	7.26	7.23
No activity file was given, so power comes from the tool's default toggle rates.
